<file path="flow/config.mk">
export PLATFORM = sky130hd
export DESIGN_NAME = shifter_ra_tree
export DESIGN_NICKNAME = shifter_ra_tree
export VERILOG_FILES = /design/flow/design.v
export SDC_FILE = /design/flow/constraint.sdc
export NUM_CORES = 4
export LEC_CHECK = 1
export CORE_UTILIZATION = 50
</file>
<file path="flow/constraint.sdc">
current_design shifter_ra_tree

set clk_period 1.8
set clk_io_pct 0.2

create_clock -name clk0 -period $clk_period

set non_clock_inputs [all_inputs -no_clocks]
set_input_delay [expr $clk_period * $clk_io_pct] -clock clk0 $non_clock_inputs
set_output_delay [expr $clk_period * $clk_io_pct] -clock clk0 [all_outputs]
</file>
<file path="flow/design.v">
module shifter_ra_tree #(
    parameter WIDTH     = 48,
    parameter MAX_SHIFT = 15
)(
    input  wire [WIDTH-1:0]                 in,
    input  wire [$clog2(MAX_SHIFT+1)-1:0]   shift_amt,
    output wire [WIDTH-1:0]                 out
);
    localparam stages = $clog2(MAX_SHIFT + 1);
    wire sign_bit = in[WIDTH-1];
    wire [WIDTH-1:0] s_val [0:stages];
    assign s_val[0] = in;
    genvar i;
    generate
        for (i = 0; i < stages; i = i + 1) begin : stage_loop
            localparam SHIFT_DIST = 1 << i;
            wire [WIDTH-1:0] shifted_val;
            assign shifted_val = {{SHIFT_DIST{sign_bit}}, s_val[i][WIDTH-1:SHIFT_DIST]};
            assign s_val[i+1] = (shift_amt[i]) ? shifted_val : s_val[i];
        end
    endgenerate
    assign out = s_val[stages];
endmodule
</file>
<file path="flow/run.sh">
#!/bin/bash
# OpenROAD 26Q1-2900-gdf79404cd8, Yosys 0.63+post, stock flow scripts
make -C /OpenROAD-flow-scripts/flow DESIGN_CONFIG=/design/flow/config.mk WORK_HOME=/design/flow/orfs finish
</file>
==> out/metrics.sh <==
STATUS='stopped before the end'
LAST_STAGE='clock tree synthesis (4_1_cts)'
FIRSTERROR='[ERROR DPL-0036] Detailed placement failed.'
QUANTITY_OF_GATES_RESIZED_FOLLOWING_CTS=340
POSTPLACECELLAREA_UM2=3580
GPL.FINAL_WEIGHTED_CONGESTION=0.946
SYNTH_INSTANCES=270
POST-SYNTH-TOP-AREA-CELL='sky130_fd_sc_hd__mux2i_1'
SYNTH_TOP_AREA_SHARE=0.346
CTS.HOLD.BUFFERS_ADDED=0
SYNTH-CELLS-YOSYS=270
YS_AREA_UM2=2140
SYNTH_SIMPLE_GATE_AREA_SHARE=0.118
NETLIST_TOP_CELLS_COUNT='sky130_fd_sc_hd__mux2i_1, sky130_fd_sc_hd__a22oi_1, sky130_fd_sc_hd__nand2_1, sky130_fd_sc_hd__mux4_2, sky130_fd_sc_hd__nor2_1'
NUMPORTBUFFERS=100
POST_SYNTH.CELL_AREA_AVG_UM2=7.93
SYNTH_XOR_XNOR_AREA_SHARE=0
POST-PLACE-CELLS=450
MOST_COMMON_CELL_IN_THE_NETLIST='sky130_fd_sc_hd__mux2i_1'
CORE_UTIL_FLOORPLAN=0.528
YS_TOP_LOGIC_FAMILY='multiplexers'
ADDER_SHARE=0
SYNTH_CELL_TYPE_COUNT=28
NUMBER_OF_PLACED_I_O_PINS=100
SYNTH.CELL_AREA_UM2=2140
SYNTH.YOSYS.WARNINGS=1
DIE_Y_UM=67.5
SYNTH_COMPOUND_GATE_AREA_SHARE=0.242
ROWS=23
MUXSHAREOFSYNTHAREA=0.570
CTS_POST_SETUP_BUFFERS_INSERTED=42
LEADING_POST_SYNTHESIS_CELLS_BY_CELL_AREA='sky130_fd_sc_hd__mux2i_1, sky130_fd_sc_hd__a22oi_1, sky130_fd_sc_hd__mux4_2'
SYNTH_SEQ_SHARE=0
DETAILEDPLACEMENTHPWL_MM=5.89
DIE_X_UM=67.5
## kinds of logic after synthesis
logic type | after synthesis
compound gates | 74
buf+inv | 31
mux | 103
simple gates | 62
## through the flow
step                      power (W)   util  worst slack (ns)  hold WS, ns
after floorplan            0.000500      -           -0.0461        0.786
after detailed placement    0.00111  0.882            -0.849         1.70
after global placement      0.00109  0.882            -0.841         1.68
No activity file was given, so power comes from the tool's default toggle rates.
