### ./design.v
`timescale 1ns/1ps
module mux_nto1 #(
    parameter N = 5,
    parameter WIDTH = 16
)(
    input  wire [$clog2(N)-1:0] sel,
    input  wire [N*WIDTH-1:0]   in,
    output reg  [WIDTH-1:0]     out
);
    localparam MAX_N = 1 << $clog2(N);
    wire [WIDTH-1:0] in_array [0:MAX_N-1];
    genvar i;
    generate
        for (i = 0; i < MAX_N; i = i + 1) begin : map_logic
            if (i < N) begin
                assign in_array[i] = in[i*WIDTH +: WIDTH];
            end else begin
                assign in_array[i] = {WIDTH{1'b0}};
            end
        end
    endgenerate
    always @(*) begin
        out <= in_array[sel];
    end
endmodule
### ./run.sh
#!/bin/bash
# OpenROAD 26Q1-2900-gdf79404cd8, Yosys 0.63+post, stock flow scripts
make -C /OpenROAD-flow-scripts/flow DESIGN_CONFIG=/design/flow/config.mk WORK_HOME=/design/flow/orfs finish
### ./config.mk
export PLATFORM = sky130hd
export DESIGN_NAME = mux_nto1
export DESIGN_NICKNAME = mux_nto1
export VERILOG_FILES = /design/flow/design.v
export SDC_FILE = /design/flow/constraint.sdc
export NUM_CORES = 4
export LEC_CHECK = 1
export CORE_AREA = 10 10 70 70
export DIE_AREA = 0 0 80 80
### ./constraint.sdc
current_design mux_nto1

set clk_period 4.1
set clk_io_pct 0.2

create_clock -name clk0 -period $clk_period

set non_clock_inputs [all_inputs -no_clocks]
set_input_delay [expr $clk_period * $clk_io_pct] -clock clk0 $non_clock_inputs
set_output_delay [expr $clk_period * $clk_io_pct] -clock clk0 [all_outputs]
==> run summary <==
The flow run is done. Layout sequential cell count landed at 0. The setup path with the least slack is of type in2out. Per the Yosys statistics, synthesis produced 75 cells. Weighted congestion at the end of routability-driven global placement landed at between 0.7 and 0.8. STA puts the critical path data arrival time at roughly 2800 ps. between 90 and 100 I/O pins were placed. Synthesized-area fraction occupied by xor and xnor cells landed at 0. For this block, the routed nets add up to 3657 um of wire. Overall routing resource usage recorded by global route was 0.1106. Counting the warning lines in the Yosys log gives 1.

Maximum number of pins on one net before global-route repair landed at 13. By area the synthesized netlist is led by sky130_fd_sc_hd__mux2i_1 (23%), sky130_fd_sc_hd__a221o_1 (22%), sky130_fd_sc_hd__mux2_4 (19%). In the final report, the number of endpoints failing setup comes to 0.

Number of placement rows landed at 21. The synthesized netlist handed to floorplanning was reported with a cell count of 75. The first global-routing pass estimated 5816 um of wire. Setup repair after global routing left no endpoint under its margin. After clock tree synthesis, the repair step resized 0 gates. Timing-limited maximum frequency landed at 274.9 MHz. After detailed routing, no signal wire sits above met3. Summed over all nets, the switching power comes to roughly 42 uW. STA classifies the critical path endpoint as an output port. Distinct cell type count after synthesis landed at 14. The synthesized netlist occupies a cell area of 694.4 sq um.

Cell-internal power landed at approximately 130 uW. Number of global-route vias before repair landed at between 1000 and 1500. Worst hold slack after final layout landed at approximately 2700 ps. For this run, the detailed router's first-pass iteration total came to 4. Adder-cell area share of the yosys netlist landed at 0. The initial utilization of the core area, before any placement, comes to 0.2033. Power density over the cells landed at just over 100 mW/mm^2. In this run, the number of DRC markers left after iteration 0 of detailed routing was 12. Final critical-path required period landed at about 3600 ps. Routed via count landed at 998. Clock network power share landed at 0.

The flow ran to the end, and the final reports show no timing, DRC or antenna violations. For this run the detailed placement stage logged an HPWL of 3262 um. From bottom edge to top edge, the die measures around 80 um. Data on the critical path is required at its endpoint by approximately 3300 ps.

Hold buffer count at cts landed at 0. Per the synthesis report, the dominant area consumer among library cells is sky130_fd_sc_hd__mux2i_1. Combinational group share of total power landed at 1.000.

For this run, the detailed router reports a per-instance via density of between 4 and 5. Area of the chip landed at 0.006400 sq mm. After routing, the total negative slack on setup checks comes to 0 ps. For this run, design rule violations remaining after detail routing come to 0.

After floorplanning, the core was sized to cover 0.003416 sq mm. Once placement finished, the instance area stood at between 0.0015 and 0.002 sq mm. Of the total power, the share spent switching nets is 0.2432. Across all checked pins, the minimum headroom to the slew limit is 0.5136. Average wire per standard cell landed at roughly 17 um.

STA classifies the critical path startpoint as an input port. Post-synthesis share of cell area spent on and, or, nand and nor gates landed at 0.1225. After layout, the clock buffer instance count stands at 0. Ranked by instance count, the synthesized netlist is headed by sky130_fd_sc_hd__mux2i_1 (16), sky130_fd_sc_hd__nor2_1 (16), sky130_fd_sc_hd__a221o_1 (15). In this run, the synthesized area fraction spent on AND-OR/OR-AND gates is recorded as 0.2342.

Fraction of final layout cells with drive strength greater than 1 landed at 0.1437. Number of nets with antenna violations after routing landed at 0. The area recorded from the Yosys report for this design is just under 700 sq um.

For this run, the script counts the antenna cells in the layout as 0. Detailed-routing wirelength on met1 landed at roughly 1400 um. Number of antenna violations at the first check in global routing landed at 0. Per the GRT congestion report, total overflow comes to 0. Area of all placed cells without fillers landed at between 0.0015 and 0.002 sq mm. After synthesis, the largest family of logic cells by area is multiplexers.

Number of warnings in the stage logs landed at 32. Die width landed at roughly 80 um. Max-slew violation total from the final report landed at 0. For this run, the register share of the synthesized area comes to 0. Count of max-cap constraint violations landed at 0. Area share of the leading cell type in the synthesized netlist landed at 0.2306. From synthesis to final layout, the design area changed by 149.2%. The power report attributes to the sequential group a share of 0.

Summing all multiplexer cells gives an area fraction of 0.5387. The worst VDD IR drop from the latest analysis is 0.00004270 V. Final number of hold-violating endpoints landed at 0. Worst-margin pin slew landed at just over 700 ps. As logged by OpenROAD, the buffers inserted on ports number 99. Mean post-synth cell area landed at a little over 9 sq um. The layout report lists the combined flip-flop and latch area as 0 sq um. Per the timing report, the biggest fanout along the worst path comes to 10. Static leakage power landed at 0.0007088 uW. Part of the cycle the worst path needs landed at 0.8871. The min-delay analysis places its worst path in the category in2out. Summed over all nets, wire length on met2 after detailed routing comes to between 1500 and 2000 um.

Looking at the post-CTS report, the setup buffer insertion count equals 0. Met3 routed wirelength landed at 675 um.
-- kinds of logic after synthesis --
kind of cell           Yosys count
AOI/OAI and AO/OA               17
buffers and inverters            8
muxes                           32
and+or+nand+nor                 18
-- metrics by stage --
stage / power (uW) / util / setup slack, ps / cells
after detailed placement: 176.6 / 0.5066 / 456.4 / 220
after global placement: 175.0 / 0.5066 / 492.4 / 220
final: 174.3 / 0.5066 / 463.0 / 220
after CTS: 177.4 / 0.5066 / 445.0 / 220
after global routing: 188.9 / 0.5066 / 319.1 / 220
after floorplan: 59.12 / - / 1576 / 75
-- power groups by stage --
stage | clock network, uW | registers [uW] | logic [uW]
6_report | 0 | 0 | 174
4_1_cts | 0 | 0 | 177
5_1_grt | 0 | 0 | 189
-- layout make-up --
type / instances / area, sq um
Fill cell: 310 / 1685
Multi-Input combinational cell: 67 / 621.8
Tap cell: 46 / 57.56
Timing Repair Buffer: 107 / 1051
-- path summary, 6_finish.rpt --
check    from  endpoint  slack, ps  cells after the start
max    sel[1]   out[12]        460                      5
min    in[32]    out[0]       2670                      4
-- worst max-delay path, stage by stage --
cell and delay, ps:
sky130_fd_sc_hd__clkdlybuf4s50_1 480, sky130_fd_sc_hd__nor2_1 600, sky130_fd_sc_hd__buf_4 280, sky130_fd_sc_hd__a221o_1 160, sky130_fd_sc_hd__clkdlybuf4s50_1 470
-- cells in the final DEF, fill, tap and decap left out --
cell type	n
sky130_fd_sc_hd__clkdlybuf4s50_1	99
sky130_fd_sc_hd__mux2i_1	16
sky130_fd_sc_hd__nor2_1	16
sky130_fd_sc_hd__a221o_1	15
sky130_fd_sc_hd__mux2_4	9
sky130_fd_sc_hd__buf_4	8
sky130_fd_sc_hd__mux2_2	7
sky130_fd_sc_hd__nand2b_1	1
sky130_fd_sc_hd__nor3b_4	1
sky130_fd_sc_hd__a22oi_1	1
sky130_fd_sc_hd__o21ai_0	1
-- routing by layer --
metal | track usage | vias up
li1 | - | 496
met1 | 0.1239 | 429
met2 | 0.1814 | 73
met3 | 0.07386 | 0
met4 | 0 | 0
met5 | 0 | -
Power and IR drop assume default switching activity.
