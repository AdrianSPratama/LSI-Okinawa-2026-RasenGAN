`flow/design.v`:
```
module priority_encoder_cell #(
    parameter IDX_WIDTH = 1
)(
    input  wire                 v_hi,    
    input  wire [IDX_WIDTH-1:0] i_hi,    
    input  wire                 v_lo,    
    input  wire [IDX_WIDTH-1:0] i_lo,    
    output reg                  v_out,   
    output reg  [IDX_WIDTH:0]   i_out    
);
    wire [IDX_WIDTH-1:0] i_sel = v_hi ? i_hi : i_lo;
    always @(*) begin
        v_out = v_hi | v_lo;
        i_out = {v_hi, i_sel};
    end
endmodule
module priority_encoder_tree #(
    parameter WIDTH = 48
)(
    input  wire [WIDTH-1:0]            in,
    output wire                        valid,
    output wire [($clog2(WIDTH)-1):0] out
);
    localparam stages    = $clog2(WIDTH);
    localparam EXT_WIDTH = 1 << stages; 
    wire [EXT_WIDTH-1:0] in_ext;
    assign in_ext = { {(EXT_WIDTH-WIDTH){1'b0}}, in };
    genvar s, b;
    generate
        for (s = 1; s <= stages; s = s + 1) begin : stage_loop
            localparam integer CURR_BLOCKS = EXT_WIDTH >> s;
            wire [CURR_BLOCKS-1:0] v_s;
            wire [s-1:0]           i_s [0:CURR_BLOCKS-1];
            for (b = 0; b < CURR_BLOCKS; b = b + 1) begin : block_loop
                if (s == 1) begin : base_stage
                    assign v_s[b] = in_ext[2*b+1] | in_ext[2*b];
                    assign i_s[b] = in_ext[2*b+1]; 
                end else begin : sub_stages
                    priority_encoder_cell #(
                        .IDX_WIDTH(s-1)
                    ) cell_inst (
                        .v_hi (stage_loop[s-1].v_s[2*b+1]), 
                        .i_hi (stage_loop[s-1].i_s[2*b+1]),
                        .v_lo (stage_loop[s-1].v_s[2*b]),   
                        .i_lo (stage_loop[s-1].i_s[2*b]),
                        .v_out(v_s[b]),
                        .i_out(i_s[b])
                    );
                end
            end
        end
    endgenerate
    assign valid = stage_loop[stages].v_s[0];
    assign out   = stage_loop[stages].i_s[0];
endmodule
```
`flow/config.mk`:
```
export PLATFORM = sky130hd
export DESIGN_NAME = priority_encoder_tree
export DESIGN_NICKNAME = priority_encoder_tree
export VERILOG_FILES = /design/flow/design.v
export SDC_FILE = /design/flow/constraint.sdc
export NUM_CORES = 4
export LEC_CHECK = 1
export CORE_AREA = 10 10 70 70
export DIE_AREA = 0 0 80 80
```
`flow/run.sh`:
```
#!/bin/bash
# OpenROAD 26Q1-2900-gdf79404cd8, Yosys 0.63+post, stock flow scripts
make -C /OpenROAD-flow-scripts/flow DESIGN_CONFIG=/design/flow/config.mk WORK_HOME=/design/flow/orfs finish
```
`flow/constraint.sdc`:
```
current_design priority_encoder_tree

set clk_period 3.0
set clk_io_pct 0.2

create_clock -name clk0 -period $clk_period

set non_clock_inputs [all_inputs -no_clocks]
set_input_delay [expr $clk_period * $clk_io_pct] -clock clk0 $non_clock_inputs
set_output_delay [expr $clk_period * $clk_io_pct] -clock clk0 [all_outputs]
```
==> Slide: Implementation Results <==
Synthesis and Place & Route Summary

Outcome
  – Run status: finished, final reports clean

Final layout
  – Sequential cell area: 0 µm²
  – Post-Layout Cell Count: 238
  – Layout area overhead: 218%
  – Clk_buf instances: 0
  – Flop count: 0
  – Comb area: 577 µm²
  – Fill cell count: about 320
  – Final core utilization: 47.4%
  – Layout cells sized above 1: 36.5%
  – Fin area: 0.00162 mm²

Synthesis
  – Top area contributor share: 11.8%
  – Post-synth top cells: 15 x nor2_1, 12 x a21oi_1, 9 x inv_1
  – Yosys stat cell total: 87
  – Syn_area_per_cell: 5.85 µm²
  – Post-synth seq share: 0%
  – Synth top cell by count: nor2_1
  – Yosys stat area: 509 µm²
  – Synth Cell Area: approximately 510 µm²
  – Synth unique cells: 26
  – YS warnings: 6
  – Cells after synthesis: 87
  – Post-synth area hogs: a21oi_1 12%, nor2_1 11%, nor4_1 8.6%
  – Yosys top cell by area: a21oi_1

STA
  – Max-slew headroom: 75.8%
  – Setup total negative slack: 0 ns
  – Slew @ Worst Pin: 0.360 ns
  – Final setup vio count: 0
  – Minimum hold slack: 1.70 ns
  – Cycle use final: 96.6%
  – Fin. Hold Viols: 0
  – RSZ-0062 raised after global routing: no
  – Fmax: 345 MHz
  – Max Slew Vio Count: 0
  – Crit path time final: 2.90 ns
  – Final worst slack: 0.103 ns

Routing
  – Antenna viol nets, final: 0
  – Antenna cell count: 0
  – DRT Pass-1 Iters: 4
  – Post-DR vias/cell: 4.26
  – Number of DRC markers in iteration 0: 13
  – Drt drc: 0
  – Routed WL: 2.84 mm
  – Vias: just over 1000
  – WL/cell: 11.9 µm

Place
  – Pre-CTS setup slack: -0.326 ns
  – DP Wirelength: 2.44 mm
  – Placed instance area: 0.00144 mm²
  – Final GP Congestion: 0.778
  – Cells after DPL: ~230
  – I/O Buffers: ~55

GRT
  – GR met1 Demand/Resource: 9.56%
  – GR peak layer: met2
  – GRT overflow: 0
  – GRT Total Usage: 7.94%
  – First-pass GRT wire length: 4.35 mm
  – Largest net degree at the start of global routing: 5
  – GRT met3 Usage: 3.07%
  – Met2 usage: ~14%
  – Initial antenna violation count: 0
  – Vias in the first global route: about 1100

Die
  – DIE AREA: 0.00640 mm²
  – Cell Rows: 21
  – Die height: 80 µm
  – Die x size: approximately 80 µm
  – Placeable Area: 0.00342 mm²
  – FP Core Util: 14.9%
  – I/O Pins: roughly 55

Power and ir drop
  – Pwr dens: ~96 mW/mm²
  – Total power: 0.155 mW
  – Leakage: 0.762 nW
  – Max VDD drop: about 0.048 mV

Worst setup path
  – WP data arrival: 2.30 ns
  – WS Path Type: input port to output pin
  – Worst setup EP type: output pin
  – Setup crit start kind: input port
  – CP Max Fanout: 3
  – CP required: between 2 and 2.5 ns

Worst hold path
  – Hold Crit Depth: 5
  – Endpoint, Worst Hold: valid
  – Hold crit path type: input port to output pin
  – HP Start: in[17]

Clocking
  – Hold_buf cts: 0

Flow run
  – Tool warning count: 33
  – Max_cap viols: 0
cells in the final DEF, fill, tap and decap left out, types with 4 or more instances in the layout:
cell type,count
o21ai_0,6
dlygate4sd2_1,5
dlymetal6s2s_1,13
clkdlybuf4s50_1,34
nor3_1,8
a21oi_1,10
nor2_1,13
nor4_4,6
inv_1,9
nor2b_1,4
buf_4,51
nand2_1,4
worst max-delay path by stage:
stage	end	from	slack [ns]	cells past startpoint
finish	valid	in[31]	0.10	8
global route	valid	in[44]	0.004	6
CTS	out[0]	in[27]	-0.17	8
area by class of cell:
cell class / instances / share of cell area, %
Multi-Input combinational cell: 77 / 35.7
Timing Repair Buffer: 106 / 58.7
Inverter: 9 / 2.09
Tap cell: 46 / 3.56
timing repair:
action | CTS | global route
gates resized | 17 | 30
endpoints found under the setup margin | 6 | 6
hold endpoints to repair | 0 | 0
buffers inserted | 3 | 4
pin swaps | 6 | 12
routing by layer:
metal	share of wire (%)	vias up
li1	-	546
met1	42	433
met2	48	34
met3	9.5	0
met4	0	0
met5	0	-
critical path, cell delays in order:
cell           delay, ns
dlygate4sd2_1       0.27
nor4_4              0.30
nand2_2             0.10
buf_4               0.14
buf_4               0.12
buf_4               0.12
or4_1               0.50
buf_2               0.14
cell families (layout without fill, tap and decap cells):
logic type	count (synthesis)	count (layout)	share of synthesized area [%]
buffers and inverters	10	115	8.11
AND/OR/NAND/NOR	47	47	54.8
AND-OR/OR-AND	30	30	37.1
report_power, final:
group / switching (mW) / total (mW) / internal [mW]
sequential: 0 / 0 / 0
clock: 0 / 0 / 0
combinational: 0.0558 / 0.155 / 0.0996
Power is estimated from default activity; no workload was simulated.
