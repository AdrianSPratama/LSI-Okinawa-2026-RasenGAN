### flow/design.v
`timescale 1ns / 1ps
module lfsr_noise_gen #(
    parameter DATA_WIDTH = 16,      
    parameter SEED       = 32'hACE1_2345  
)(
    input  wire clk,
    input  wire rst_n,
    input  wire enable,
    output wire [DATA_WIDTH-1:0] noise_out,
    output reg  valid_out
);
    reg [31:0] r_lfsr;
    localparam [31:0] POLY_MASK = 32'h80200003;
    always @(posedge clk or negedge rst_n) begin
        if (!rst_n) begin
            r_lfsr    <= SEED; 
            valid_out <= 0;
        end else if (enable) begin
            valid_out <= 1;
            if (r_lfsr[0] == 1'b1) begin
                r_lfsr <= (r_lfsr >> 1) ^ POLY_MASK; 
            end else begin
                r_lfsr <= (r_lfsr >> 1);
            end
        end else begin
            valid_out <= 0;
        end
    end
    generate
        if (DATA_WIDTH < 32) begin
            assign noise_out = r_lfsr[31 : 32-DATA_WIDTH];
        end else begin
            assign noise_out = { {(DATA_WIDTH-32){1'b0}}, r_lfsr };
        end
    endgenerate
endmodule
module noise_matrix_filler #(
    parameter DATA_WIDTH = 16,  
    parameter ADDR_WIDTH = 14 
)(
    input wire clk,
    input wire rst_n,
    input wire start,
    input wire [2:0] size,
    output reg [ADDR_WIDTH-1:0] bram_addr,
    output wire [DATA_WIDTH-1:0] bram_wdata,
    output wire bram_we,           
    output reg done
);
    wire noise_valid;
    wire [DATA_WIDTH-1:0] noise_val;
    reg enable_lfsr;
    reg [ADDR_WIDTH-1:0] addr_limit; 
    lfsr_noise_gen #(
        .DATA_WIDTH(DATA_WIDTH)
    ) noise_inst (
        .clk(clk),
        .rst_n(rst_n),
        .enable(enable_lfsr),
        .noise_out(noise_val),
        .valid_out(noise_valid)
    );
    reg [ADDR_WIDTH-1:0] decoded_limit;
    always @(*) begin
        case (size)
            3'b000: decoded_limit = 14'd15;     
            3'b001: decoded_limit = 14'd63;     
            3'b010: decoded_limit = 14'd255;    
            3'b011: decoded_limit = 14'd1023;   
            3'b100: decoded_limit = 14'd4095;   
            3'b101: decoded_limit = 14'd16383;  
            default: decoded_limit = 14'd16383;
        endcase
    end
    assign bram_wdata = noise_val; 
    assign bram_we = enable_lfsr && noise_valid; 
    always @(posedge clk or negedge rst_n) begin
        if (!rst_n) begin
            bram_addr   <= 0;
            enable_lfsr <= 1;
            done        <= 0;
            addr_limit  <= 0;
        end else begin
            if (start && !enable_lfsr && !done) begin
                bram_addr   <= 0;
                done        <= 0;
                addr_limit  <= decoded_limit; 
            end 
            if (enable_lfsr) begin
                if (noise_valid) begin
                    if (bram_addr == addr_limit) begin
                        done        <= 1;
                    end else begin
                        bram_addr   <= bram_addr + 1;
                    end
                end
            end else begin
                if (!start) done <= 0;  
            end
        end
    end
endmodule
### flow/run.sh
#!/bin/bash
# OpenROAD 26Q1-2900-gdf79404cd8, Yosys 0.63+post, stock flow scripts
make -C /OpenROAD-flow-scripts/flow DESIGN_CONFIG=/design/flow/config.mk WORK_HOME=/design/flow/orfs finish
### flow/config.mk
export PLATFORM = sky130hd
export DESIGN_NAME = noise_matrix_filler
export DESIGN_NICKNAME = noise_matrix_filler
export VERILOG_FILES = /design/flow/design.v
export SDC_FILE = /design/flow/constraint.sdc
export NUM_CORES = 4
export LEC_CHECK = 1
export CORE_AREA = 10 10 105 105
export DIE_AREA = 0 0 115 115
### flow/constraint.sdc
current_design noise_matrix_filler

set clk_period 2.1
set clk_io_pct 0.2

create_clock -name clk0 -period $clk_period [get_ports {clk}]

set non_clock_inputs [all_inputs -no_clocks]
set_input_delay [expr $clk_period * $clk_io_pct] -clock clk0 $non_clock_inputs
set_output_delay [expr $clk_period * $clk_io_pct] -clock clk0 [all_outputs]
==> notes.md <==
yosys + openroad results -> P_leak=0.929 nW, period utilization=82.0%, routed len/inst=12.3 um, switching power=302 uW, largest net degree at the start of global routing=49, GRT overflow=0, Syn Area/Cell=14.9 um^2, stage-log warning count=30, Buf/Inv on CP=1, sequential share of power=58.4%, YS chip area=1700 um^2, total CTS buffers=5, Sw Share=19.0%, vias=854, worst-skew pair later-pin latency=290 ps, status=complete, no violations, crit path DAT=1300 ps, initial antenna violation count=0, combinational group share of total power=1.6%, Cell variety after synth=22, Cell Int Power=1.28 mW, critical path class=reg2out, Post-Synthesis Cell Area=1700 um^2, clk sinks=48, Slew headroom=61.2%, TritonCTS clock tree=built, Critical Path Start Type=register, first-pass GRT wire length=4.91 mm, # Cells Yosys=114, Final min period=1720 ps, worst vdd ir=0.309 mV, final max-slew violation count=0, Commonest Layout Cell=dfrtp_1, Cells after Synth=114, drt drc=0, PortBufs=33, HP Class=in2async, post-cts gate resize count=0, Overall Global Routing Usage=4.65%, final core occ=24.6%, die area=13200 um^2, largest delay contributor family on the critical path=flip-flops, Max Fclk=581 MHz, Final Skew=7.22 ps, # setup viols final=0, metal2 WL=1.24 mm, DRT Pass-1 Iters=3, # Post-CTS Setup Buffers=0, layout cell share with drive strength beyond 1=20.0%, WL final=3.04 mm, row count=34, vias per inst=3.44, vias in the first global route=877, Initial Utilization=19.4%, crit path cell chain=clkdlybuf4s50_1, area grow syn2layout=26.6%, Clock Tree Root=clkbuf_8, drt first-iter violations=51, clock share of power=40.0%, max_cap viols=0, Worst Max-Slew Pin Slew=582 ps, H-tree Lvls=2, Seq share, synth=71.7%, Top cells excl fill/tap=dfrtp_1, clkdlybuf4s50_1, dfstp_2, xnor2_1, nand4_1, CP max-delay cell=dfstp_2, WL met3=312 um, flop-to-flop setup slack=460 ps, Die X-Extent=115 um, Reg clk slew, reported paths=80 ps, diodes inserted=0, Ys Warns=2, Post-DRT Antenna Nets=0, CTS max path bufs=2, GPL Wtd Cong=0.728, critical path's largest stage delay=540 ps, crit end category=output pin, top layer in use=met4, Top-Level Pins=38, M1 WL=1.47 mm, RSZ-0062 raised after global routing=no, post-synthesis register bit count=48, Crit Path Max Fanout=2, Post-CTS Hold Buffers=0, total core area=8760 um^2, HPWL after detailed placement=2.15 mm, P per Cell Area=737 nW/um^2, Hold Violations, Final=0, WP data required=1680 ps, setup TNS=0 ps, Die Height=115 um
## logic make-up after synthesis
family | count (synthesis) | share of synthesized area (%)
xor gates and xnor gates | 16 | 8.24
adders and majority gates | 2 | 1.47
DFF | 48 | 71.7
other | 1 | 0.221
AOI/OAI and AO/OA | 1 | 0.442
and+or+nand+nor | 24 | 8.46
buffers and inverters | 21 | 8.61
muxes | 1 | 0.883
## sequential cells by signal, summed over array words and instances (netlist names)
name,count
noise_inst.r_lfsr,32
bram_addr,14
done,1
noise_inst.valid_out,1
## layout make-up
cell class	instances	area (um^2)
Fill cell	906	6610
Clock buffer	6	72.6
Clock inverter	2	35.0
Timing Repair Buffer	35	340
Sequential cell	48	1220
Tap cell	108	135
Inverter	4	15.0
Multi-Input combinational cell	45	335
## stage by stage
step | area [um^2] | power (mW) | hold slack, ps | setup slack [ps] | cells
6_report | 2150 | 1.59 | 209 | 379 | 248
5_1_grt | 2150 | 1.66 | 255 | 310 | 248
4_1_cts | 2150 | 1.62 | 222 | 349 | 248
3_5_place_dp | 2040 | 0.971 | 336 | 473 | 240
3_3_place_gp | 2040 | 0.970 | 338 | 489 | 240
2_1_floorplan | 1700 | 0.948 | 124 | 623 | 114
## worst paths after layout
path,start,cells after the start,endpoint
min,rst_n,2,noise_inst.r_lfsr[25]
max,noise_inst.r_lfsr[26],1,bram_wdata[10]
min in group clk0,noise_inst.r_lfsr[3],0,noise_inst.r_lfsr[2]
max in group asynchronous,rst_n,2,noise_inst.r_lfsr[17]
min reg2reg,noise_inst.r_lfsr[3],0,noise_inst.r_lfsr[2]
max reg2reg,bram_addr[0],6,bram_addr[1]
## synth_stat cells (all sizes together)
| cell type | number | share of area [%] |
|---|---|---|
| dfrtp | 34 | 50 |
| buf | 17 | 7.7 |
| dfstp | 14 | 22 |
| xnor2 | 12 | 6.2 |
| nand4 | 7 | 2.6 |
| inv | 4 | 0.88 |
| nand2 | 4 | 1.0 |
| nand3 | 4 | 1.2 |
| xor2 | 4 | 2.1 |
| nor2 | 3 | 0.66 |
| ha | 2 | 1.5 |
| nor3 | 2 | 0.88 |
| and3 | 1 | 0.37 |
| and4 | 1 | 0.52 |
| conb | 1 | 0.22 |
| mux2 | 1 | 0.88 |
| nor4 | 1 | 0.37 |
| nor4b | 1 | 0.88 |
| o21bai | 1 | 0.44 |
## power groups by stage
stage,Sequential [mW],Clock [mW],Combinational (mW)
6_report,0.926,0.634,0.0253
5_1_grt,0.927,0.704,0.0305
4_1_cts,0.926,0.665,0.0271
## routing by layer
metal  track usage, %  up-vias
met2             6.04       26
met3             2.53        2
met5                0        -
li1                 -      413
met1             6.84      413
met4            0.578        0
Power and IR drop assume default switching activity.
