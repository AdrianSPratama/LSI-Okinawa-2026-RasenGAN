==> design.v <==
`timescale 1ns/1ps
module priority_encoder #(
    parameter WIDTH = 16
)(
    input wire  [WIDTH-1:0]          in,
    output wire [$clog2(WIDTH)-1:0]  out
);
    wire [$clog2(WIDTH)-1:0] chain [WIDTH-1:0];
    assign chain[0] = 0;
    genvar i;
    generate
        for (i = 1; i < WIDTH; i = i + 1) begin : gen_priority_logic
            assign chain[i] = in[i] ? i[$clog2(WIDTH)-1:0] : chain[i-1];
        end
    endgenerate
    assign out = chain[WIDTH-1];
endmodule
==> run.sh <==
#!/bin/bash
# OpenROAD 26Q1-2900-gdf79404cd8, Yosys 0.63+post, stock flow scripts
make -C /OpenROAD-flow-scripts/flow DESIGN_CONFIG=/design/flow/config.mk WORK_HOME=/design/flow/orfs finish
==> config.mk <==
export PLATFORM = sky130hd
export DESIGN_NAME = priority_encoder
export DESIGN_NICKNAME = priority_encoder
export VERILOG_FILES = /design/flow/design.v
export SDC_FILE = /design/flow/constraint.sdc
export NUM_CORES = 4
export LEC_CHECK = 1
export CORE_AREA = 10 10 70 70
export DIE_AREA = 0 0 80 80
==> constraint.sdc <==
current_design priority_encoder

set clk_period 2.5
set clk_io_pct 0.2

create_clock -name clk0 -period $clk_period

set non_clock_inputs [all_inputs -no_clocks]
set_input_delay [expr $clk_period * $clk_io_pct] -clock clk0 $non_clock_inputs
set_output_delay [expr $clk_period * $clk_io_pct] -clock clk0 [all_outputs]
==> results_slide.txt <==
Run Summary

Final timing
  – Post-Route Setup TNS: 0 ns
  – Slew @ Worst Pin: 0.2782 ns
  – Hold Violations, Final: 0
  – Achievable Freq: 412.1 MHz
  – Final setup viols: 0
  – Period utilisation layout: 0.9706
  – Final setup margin: 0.07350 ns
  – Slew HR: 0.8130
  – Max Slew Vio Count: 0
  – Worst hold slack: 1.656 ns
  – Clock period minus worst slack: 2.427 ns
  – RSZ-0062 raised after global routing: yes

Synthesis
  – Warnings, synthesis: 1
  – Top cells, area: nor2_1 21%, nand2b_1 8.7%, nor4_1 8.7%
  – Area share, top type: 0.2087
  – Cells in synth_stat.txt: 25
  – Cell taking the most area after synthesis: nor2_1
  – Netlist Area Pre-Place: 143.9 um2
  – Syn Inst Count: 25
  – Yosys stat area: 143.9 um2
  – Synth Area per Inst: 5.756 um2
  – Count of different cell masters after synthesis: 15
  – Sequential share of the synthesized area: 0

GRT
  – Vias in the first global route: 277
  – First-pass GRT wire length: 1373 um
  – Pin count of the biggest net entering global routing: 5
  – Initial antenna violation count: 0
  – GRT Overall Usage: 0.02494
  – Global route total overflow: 0

Critical path
  – Worst stage delay on the critical path: 0.47 ns
  – CP delay by family, top: buffers and inverters
  – Crit path buffers/inverters: 3
  – Req. time, crit path: 2.00 ns
  – WS Path Type: in -> out
  – CP dominant cell by count: clkdlybuf4s50_1
  – Startpoint Class: input pin
  – Crit-path max FO: 2
  – Worst-path cell chain: clkdlybuf4s50_1 -> buf_4 -> o21ai_0 -> a311o_1 -> clkdlybuf4s50_1
  – Worst path arrival time: 1.93 ns
  – Crit. End Element: primary output
  – Crit-path slowest cell: clkdlybuf4s50_1

Floorplanning
  – Die extent in y: 80 um
  – Chip Width: 80 um
  – CORE AREA: 3416 um2
  – # IOs: 20
  – Starting Density: 0.04212
  – Num rows: 21
  – Die area: 6400 um2

Final layout
  – Flops: 0
  – FF/Latch Area: 0 um2
  – Comb gate area: 156.4 um2
  – Fin util: 0.1315
  – Area delta synth->final: 212.2%
  – Clkbuf count: 0
  – Fin cells: 95
  – FILL cells: 390
  – Share of layout cells above drive strength 1: 0.1837

Power and ir drop
  – Power per cell area: 119.6 nW/um2
  – Sequential power share: 0
  – Worst VDD drop: 0.00001560 V
  – Sw frac: 0.3473
  – Net Switching: 18.65 uW
  – Cell internal pwr: 35.05 uW
  – Combinational power share: 1.000
  – Clock power share: 0
  – Leakage: 0.0001761 uW

Outcome
  – Status: complete, no violations

Detailed routing
  – DRC errors left: 0
  – Avg WL per Cell: 9.053 um
  – N_diodes: 0
  – Initial DRC count: 5
  – Final WL: 860 um
  – DRT Pass-1 Iters: 4
  – Routed Antenna Nets: 0
  – Vias: 275
  – Vias per inst: 2.895

Job
  – Max Cap Violations: 0
  – OpenROAD warning count: 34

Placed design
  – IO Port Bufs: 19
  – Post-Place Cells: 94
  – GP Congestion: 0.7938
  – Pre-CTS setup slack: -0.1120 ns

Hold path
  – Worst hold path type: in -> out
==> per-stage QoR <==
stage	power, uW	cell area, um2
5_1_grt	58.85	449.2
4_1_cts	51.29	420.4
6_report	53.71	449.2
2_1_floorplan	11.26	143.9
3_5_place_dp	52.30	421.7
3_3_place_gp	51.86	421.7
==> cell type report <==
cell class	count	share of cell area
inverters	1	0.008357
well taps	46	0.1281
repair buffers	24	0.5153
multi-input cells	24	0.3482
==> logic make-up after synthesis <==
family	synth area share
compound gates	0.3740
simple gates	0.5999
buf+inv	0.02606
==> tightest hold or removal path, delay by kind of cell <==
family,cells,cell delay [ns]
AOI/OAI and AO/OA,2,0.22
buffers and inverters,2,0.34
and+or+nand+nor,1,0.10
==> layout by cell type, fill, tap and decap left out <==
master,count
clkdlybuf4s50_1,13
nor2_1,6
buf_4,5
dlymetal6s2s_1,3
dlygate4sd2_1,3
nand2b_1,2
and2b_2,1
inv_1,1
a221o_1,1
nor3_1,1
or3b_1,1
a311oi_1,1
a31oi_1,1
nor2_4,1
o311ai_1,1
o21ai_0,1
a311o_1,1
nor2_2,1
nand2_1,1
nor4_1,1
nor4_2,1
o21ai_1,1
nand3_1,1
==> per-layer routing <==
metal  track usage  up-vias  share of wire  routed length, um
li1              -      147              -                  -
met1       0.03164      118           0.48                411
met2       0.04494       10           0.45                390
met3      0.004545        0          0.067                 58
met4             0        0              0                  0
met5             0        -              0                  0
==> synthesized netlist by cell type <==
master / count
a311o_1: 1
a311oi_1: 1
nor4_1: 2
or3b_1: 1
nand2_1: 1
nor3_1: 1
inv_1: 1
nand2b_1: 2
a221o_1: 1
and2b_2: 1
o311ai_0: 1
nand3_1: 1
o21ai_0: 2
nor2_1: 8
a31oi_1: 1
==> worst paths after layout <==
kind	start	endpoint	slack [ns]	depth (start not counted)
max	in[8]	out[1]	0.07	5
min	in[2]	out[0]	1.66	5
==> power by group through the flow <==
| stage | logic (uW) | clock network (uW) | registers, uW |
|---|---|---|---|
| after CTS | 51.3 | 0 | 0 |
| after global routing | 58.9 | 0 | 0 |
| final | 53.7 | 0 | 0 |
==> timing repair <==
| item | in CTS | in global routing |
|---|---|---|
| endpoints found under the setup margin | 2 | 3 |
| buffers inserted | 0 | 1 |
| hold buffers | 0 | 0 |
| pin swaps | 2 | 3 |
| gates resized | 5 | 7 |
Power and IR drop assume default switching activity.
