--- design/flow/run.sh ---
#!/bin/bash
# OpenROAD 26Q1-2900-gdf79404cd8, Yosys 0.63+post, stock flow scripts
make -C /OpenROAD-flow-scripts/flow DESIGN_CONFIG=/design/flow/config.mk WORK_HOME=/design/flow/orfs finish
--- design/flow/config.mk ---
export PLATFORM = sky130hd
export DESIGN_NAME = shifter_l_tree
export DESIGN_NICKNAME = shifter_l_tree
export VERILOG_FILES = /design/flow/design.v
export SDC_FILE = /design/flow/constraint.sdc
export NUM_CORES = 4
export LEC_CHECK = 1
export CORE_UTILIZATION = 30
--- design/flow/constraint.sdc ---
current_design shifter_l_tree

set clk_period 2.4
set clk_io_pct 0.2

create_clock -name clk0 -period $clk_period

set non_clock_inputs [all_inputs -no_clocks]
set_input_delay [expr $clk_period * $clk_io_pct] -clock clk0 $non_clock_inputs
set_output_delay [expr $clk_period * $clk_io_pct] -clock clk0 [all_outputs]
--- design/flow/design.v ---
module shifter_l_tree #(
    parameter WIDTH     = 48,
    parameter MAX_SHIFT = 15 
)(
    input  wire [WIDTH-1:0]                 in,
    input  wire [$clog2(MAX_SHIFT+1)-1:0]   shift_amt,
    output wire [WIDTH-1:0]                 out
);
    localparam stages = $clog2(MAX_SHIFT + 1);
    wire [WIDTH-1:0] s_val [0:stages];
    assign s_val[0] = in;
    genvar i;
    generate
        for (i = 0; i < stages; i = i + 1) begin : stage_loop
            localparam SHIFT_DIST = 1 << i;
            wire [WIDTH-1:0] shifted_val;
            assign shifted_val = {s_val[i][(WIDTH-1-SHIFT_DIST):0], {SHIFT_DIST{1'b0}}};
            assign s_val[i+1] = (shift_amt[i]) ? shifted_val : s_val[i];
        end
    endgenerate
    assign out = s_val[stages];
endmodule
==> run notes <==
impl run done, here's what came out: FP Core Util around a third, Power Internal ~650 uW, via count approximately 2800, Register Area 0 sq um, row count 30, count of tool warnings 34, Final min period 2.45 ns, GRT overflow 0, fmax 407 MHz, Sw Ratio about two fifths, yosys cell count 193, # clk buffers 0, Finished Layout Cells around 480, Pre-antenna DRT Iters 4, chip area about 7600 sq um, CTS Hold Buffers Added 0, max-cap violations 0, required time worst endpoint 1.92 ns, global-route wire length before repair around 14000 um, Syn Area/Cell around 11 sq um, drt drc 0, Pwr Density 238 nW/um^2, cell area after layout about 4500 sq um, Core ar. about 6900 sq um, most frequent cells in the layout 67 x buf_4, 49 x mux4_2, 32 x buf_6, 25 x dlygate4sd2_1, 25 x buf_2, drt initial violations ~140, placed cell count between 400 and 500, chip width 87.5 um, placed cell area around 3700 sq um, Synth Seq Share 0%, CP max-delay cell mux4_2, Leak around 2.0 nW, Antenna Violating Nets Remaining 0, # IOs roughly 100, Worst Tran Pin Value 0.504 ns, Commonest Layout Cell buf_4, endpoints failing setup 9, Die H just under 90 um, sequential share of power 0%, Placement Setup Slack -0.528 ns, hold slack ~1.5 ns, Hold Crit Endpoint out[44], worst path arrival time between 1.5 and 2 ns, Slew HR 66.4%, worst-path fanout max 5, Comb power frac 100.0%, total power ~1.1 mW, outcome finished, violations left, registers 0, final core occ 65.2%, Net Switching 423 uW, Ant. Diodes 0, Mapped Area ~2200 sq um, HPWL after DPL approximately 6500 um, final worst-path cycle share 102%, gpl congestion 0.892, violated checks negative setup slack, Hold Crit Start shift_amt[1], layout cells sized above 1 about two thirds, Post-Syn Instances about 190, Worst Hold Class in -> out, WL/cell just under 20 um, worst stage delay on the critical path 0.55 ns, Layout area overhead 106%, element type at the critical path end output pin, Via density 5.75, hold depth 4, fin. max-slew vios 0, Buf/Inv on CP 4, Unique cell types 31, worst setup margin -0.0541 ns, initial antenna violation count 0, vias in the first global route about 2700, kind of critical path in -> out, RSZ-0062 raised after global routing true, Post-Route WL between 9000 and 10000 um, Yosys warning total 1, Global Route Usage Sum around 24%, Max VDD drop about 0.11 mV, Setup TNS -0.272 ns, CP Cell Sequence buf_12 > buf_12 > mux4_2 > buf_6 > mux4_2 > buf_2, Setup crit start kind input pin, Port Buffers 100, family with the most delay on the worst path multiplexers, Yosys Chip Area 2190 sq um, power share of the clock group 0%, final tally of hold violations 0, largest net degree at the start of global routing 20
-- layer usage --
| metal | vias to the layer above | track usage, % | routed length (um) |
|---|---|---|---|
| li1 | 1227 | - | - |
| met1 | 1372 | 38.7 | 4050 |
| met2 | 168 | 34.7 | 4120 |
| met3 | 8 | 10.0 | 1100 |
| met4 | 0 | 0.745 | 57 |
| met5 | - | 0 | 0 |
-- logic make-up (layout without fill, tap and decap cells) --
logic type	count (synthesis)	count (layout)	synth area share, %
AND-OR/OR-AND	35	35	11.0
buffers and inverters	26	220	6.74
multiplexers	102	102	75.4
AND/OR/NAND/NOR	30	30	6.85
-- timing repair --
action | in CTS | in global routing
gates resized | 254 | 65
setup endpoints to repair | 48 | 45
cloned | 4 | 0
setup buffers | 47 | 20
pin swaps | 24 | 18
-- final cells by class --
type	count	area, sq um
fill	509	2400
inverter	3	11.3
multi-input combinational	167	2320
tap	96	120
timing repair buffer	217	2050
-- synthesized netlist by cell type --
library cell / number / area [sq um]
mux2i_1: 48 / 480
mux4_2: 46 / 1040
nand2_1: 10 / 37.5
a22oi_1: 9 / 67.6
buf_2: 9 / 45.0
clkbuf_1: 6 / 22.5
nor2_1: 6 / 22.5
o221ai_1: 6 / 52.6
a21oi_1: 5 / 25.0
mux2_2: 5 / 56.3
o21ai_0: 5 / 25.0
o22ai_1: 5 / 31.3
buf_1: 3 / 11.3
inv_1: 3 / 11.3
mux4_1: 3 / 78.8
nor2b_1: 3 / 18.8
buf_4: 2 / 15.0
buf_6: 2 / 22.5
nand2b_1: 2 / 12.5
nand3b_1: 2 / 15.0
nor3_1: 2 / 10.0
o211a_1: 2 / 20.0
and2_1: 1 / 6.26
and3_1: 1 / 6.26
and4_1: 1 / 8.76
buf_12: 1 / 20.0
nand4_1: 1 / 6.26
o211ai_1: 1 / 7.51
o21a_1: 1 / 7.51
o21ai_1: 1 / 5.00
or2_2: 1 / 6.26
-- how the worst max path moves through the flow --
| stage | start | endpoint | depth (start not counted) |
|---|---|---|---|
| finish | shift_amt[0] | out[28] | 6 |
| CTS | shift_amt[0] | out[35] | 6 |
| global route | shift_amt[0] | out[19] | 9 |
-- power by group through the flow --
stage	Clock (mW)	Sequential (mW)	Combinational, mW
after CTS	0	0	0.980
final	0	0	1.07
after global routing	0	0	1.14
No activity file was given, so power comes from the tool's default toggle rates.
